[flow/design.v]
module parity_checker # (
    parameter integer WIDTH = 32'd8
)(
    input rst_n,
    input clk,
    input check,
    input [WIDTH-1:0] data,
    output reg res
);
    always @(posedge clk, negedge rst_n) begin
        if (!rst_n)
            res <= 1'b0;
        else if (check)
            res <= ^{data, res};
    end
endmodule
[flow/run.sh]
#!/bin/bash
# OpenROAD 26Q1-2900-gdf79404cd8, Yosys 0.63+post, stock flow scripts
make -C /OpenROAD-flow-scripts/flow DESIGN_CONFIG=/design/flow/config.mk WORK_HOME=/design/flow/orfs finish
[flow/config.mk]
export PLATFORM = sky130hd
export DESIGN_NAME = parity_checker
export DESIGN_NICKNAME = parity_checker
export VERILOG_FILES = /design/flow/design.v
export SDC_FILE = /design/flow/constraint.sdc
export NUM_CORES = 4
export LEC_CHECK = 1
export CORE_AREA = 10 10 70 70
export DIE_AREA = 0 0 80 80
[flow/constraint.sdc]
current_design parity_checker

set clk_period 2.4
set clk_io_pct 0.2

create_clock -name clk0 -period $clk_period [get_ports {clk}]

set non_clock_inputs [all_inputs -no_clocks]
set_input_delay [expr $clk_period * $clk_io_pct] -clock clk0 $non_clock_inputs
set_output_delay [expr $clk_period * $clk_io_pct] -clock clk0 [all_outputs]
==> run_results.csv <==
group,metric,value,unit
layout,layout-drive-gt1-share,0,%
floorplan,core_area,0.00342,sq mm
logic_synthesis,syn_inst,10,
logic_synthesis,netlist_area,98.8,sq um
clock_tree,cts_resized,0,
layout,layout.area.comb,73.8,sq um
layout,final_cell_mix,"clkdlybuf4s50_1 (11), xnor2_1 (7), xor2_1 (1), nand2_1 (1), dfrtp_1 (1)",
logic_synthesis,mux_share,0,%
final_timing,maxSlewViolCount,0,
final_timing,finalSetupViolCount,0,
detailed_routing,vias_per_cell,1.49,
logic_synthesis,yosys_area,98.8,sq um
worst_setup_path,rr_endpoint,"res",
detailed_routing,top_layer_used,"met5",
global_routing,grt-ovfl-total,0,
floorplan,die_x,80,microns
floorplan,dieArea,0.00640,sq mm
floorplan,fp_util,2.89,%
final_timing,hold_ws,465,ps
final_timing,rsz0062_at_grt,"false",
final_timing,tightest_slew,251,ps
detailed_routing,drt_pass1_iterations,1,
logic_synthesis,synth-xor-area-share,70.9,%
worst_setup_path,crit_slowest_cell,"clkdlybuf4s50_1",
worst_setup_path,cp-start-kind,"input pin",
layout,largest_reg_flops,1,
logic_synthesis,ys_types,4,
final_timing,layout_setup_ws,610,ps
worst_setup_path,r2r_cells,1,
detailed_routing,met3RoutedLength,89,microns
final_timing,fin_setup_tns,0,ps
worst_setup_path,path_common_cell,"xnor2_1",
worst_setup_path,critPathMaxFanout,1,
layout,regMostFlops,"res",
layout,lay_top_count,"clkdlybuf4s50_1",
logic_synthesis,ys_sh_aoi,0,%
logic_synthesis,yosys_warnings,1,
detailed_routing,wl_per_cell,5.46,microns
logic_synthesis,ys_seq_share,25.3,%
job,warnings,28,
floorplan,ios,12,
layout,area_growth,170,%
final_timing,period_used_share,74.6,%
worst_setup_path,crit_required,2280,ps
final_timing,max_freq,559,MHz
clock_tree,hold_buffers,0,
global_routing,grt_pass1_wl,600,microns
layout,n_fill_cell,415,
logic_synthesis,ys_sh_adder,0,%
logic_synthesis,numSynthFlops,1,
place,portBuffers,11,
place,pre_cts_ws,574,ps
detailed_routing,drt_iter0_markers,0,
logic_synthesis,synth.logic.top_family,"XOR/XNOR gates",
worst_setup_path,worst-path-buf-inv,1,
place,gp_congestion,0.591,
detailed_routing,vias,100,
worst_setup_path,r2r-start,"res",
hold_path,min_to,"res",
job,maxCapViolCount,0,
hold_path,min_path_type,"reg -> reg",
hold_path,hold_path_depth,1,
clock_tree,post_cts_buffers,0,
logic_synthesis,ys_cells,10,
final_timing,finClkSkew,0,ps
global_routing,antenna_found_initial,1,
run_status,outcome,"finished, final reports clean",
final_timing,hold_viol,0,
logic_synthesis,simple_gate_area_share,3.80,%
detailed_routing,antenna_cells,0,
layout,reg.largest.list,"res (1)",
final_timing,fin_crit,1790,ps
global_routing,grt_util_all_layers,1.22,%
detailed_routing,dr_wl_met2,76,microns
floorplan,rows,21,
final_timing,max-slew-margin-rel,83.1,%
worst_setup_path,r2r_slack,1780,ps
global_routing,grt_pass1_vias,131,
detailed_routing,drt-met1-wl,180,microns
worst_setup_path,end_kind,"flop",
layout,regArea,25.0,sq um
worst_setup_path,crit_family,"XOR/XNOR gates",
hold_path,hold_start,"res",
power,peakVddDrop,86.6,uV
floorplan,die_h,80,microns
worst_setup_path,cpPeakStageDelay,410,ps
detailed_routing,wl,366,microns
worst_setup_path,crit_chain,"clkdlybuf4s50_1 -> xnor2_1 -> xnor2_1 -> xnor2_1 -> nand2_1 -> xnor2_1",
global_routing,grt_max_degree,3,
logic_synthesis,syn_area_per_cell,9.88,sq um
worst_setup_path,crit_type,"in -> reg",
power,power.density,370,mW/mm^2
clock_tree,clk-insertion-delay-late,0,ps
detailed_routing,drc_errors,0,
power,power_leakage,0.0759,nW
clock_tree,path_clk_slew,0,ps
worst_setup_path,crit_arrival,1670,ps
detailed_routing,ant_nets,0,
[logic make-up after synthesis]
| family | after synthesis |
|---|---|
| xor gates and xnor gates | 8 |
| DFF | 1 |
| and+or+nand+nor | 1 |
[per-stage QoR]
stage	power (mW)	instance area, sq um	cells	utilization [%]
after floorplan	0.0603	98.8	10	-
after global placement	0.0998	267	67	7.80
after detailed placement	0.100	267	67	7.80
after CTS	0.100	267	67	7.80
after global routing	0.109	267	67	7.80
final	0.0987	267	67	7.80
[power breakdown]
group	total (mW)	switching [mW]	internal (mW)
combinational	0.0662	0.0175	0.0486
clock	0	0	0
sequential	0.0326	0.00620	0.0264
[Yosys cell counts]
master	instances	area share, %
xnor2_1	7	62
dfrtp_1	1	25
xor2_1	1	8.9
nand2_1	1	3.8
[routing by layer]
layer	vias up	GRT usage, %
met5	-	0
met4	2	0
met3	2	1.48
met2	10	1.12
met1	34	1.72
li1	52	-
[worst max-delay path by stage]
stage            from  endpoint  slack [ps]  cells after the start
CTS           data[3]       res         570                      6
global route  data[3]       res         500                      6
finish        data[3]       res         610                      6
[final cells by class]
cell class	count	area share (%)
Multi-Input combinational cell	9	27.7
Sequential cell	1	9.39
Tap cell	46	21.6
Timing Repair Buffer	11	41.3
Power is estimated from default activity; no workload was simulated.
