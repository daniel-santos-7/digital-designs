==> flow/design.v <==
module counter #(
    parameter BITS = 8
) (
    input clk,
    input rst,
    input cnt,
    output tc,
    output [BITS-1:0] val
);
    reg [BITS-1:0] data;
    always @(posedge clk) begin
        if (rst)
            data <= 0;
        else if (cnt)
            data <= data + 1;
    end
    assign tc = data == {BITS{1'b1}};
    assign val = data;
endmodule
==> flow/run.sh <==
#!/bin/bash
# OpenROAD 26Q1-2900-gdf79404cd8, Yosys 0.63+post, stock flow scripts
make -C /OpenROAD-flow-scripts/flow DESIGN_CONFIG=/design/flow/config.mk WORK_HOME=/design/flow/orfs finish
==> flow/config.mk <==
export PLATFORM = sky130hd
export DESIGN_NAME = counter
export DESIGN_NICKNAME = counter
export VERILOG_FILES = /design/flow/design.v
export SDC_FILE = /design/flow/constraint.sdc
export NUM_CORES = 4
export LEC_CHECK = 1
export CORE_AREA = 10 10 70 70
export DIE_AREA = 0 0 80 80
==> flow/constraint.sdc <==
current_design counter

set clk_period 1.7
set clk_io_pct 0.2

create_clock -name clk0 -period $clk_period [get_ports {clk}]

set non_clock_inputs [all_inputs -no_clocks]
set_input_delay [expr $clk_period * $clk_io_pct] -clock clk0 $non_clock_inputs
set_output_delay [expr $clk_period * $clk_io_pct] -clock clk0 [all_outputs]
==> flow_metrics.tcl <==
# metrics dict for downstream scripts
set metrics [dict create \
    status "completed" \
    finalSetupViolations 0 \
    ff2ff_path_depth 5 \
    reg.largest.list "data: 8 flops" \
    final_core_util_pct 17.3 \
    cp-start-kind "flop" \
    pwr-share-clk_pct 37.1 \
    row_count 21 \
    cts_num_sinks 8 \
    tritoncts "done" \
    syn_area_per_cell_um2 8.95 \
    htreeDepth 1 \
    fmax_ghz 0.637 \
    viasPerCell 3.21 \
    cp_cell_sequence "buf_4 -> clkdlybuf4s50_1" \
    finalHoldViolations 0 \
    synth_area_um2 349 \
    crit_family "buffers and inverters" \
    worstPathRequired_ns 1.36 \
    design_area_um2 591 \
    grt_overflow 0 \
    hpwlAfterDp_um 757 \
    fillers 388 \
    netlist.area_leader.share_pct 45.9 \
    drv_slew 0 \
    power.leakage_nw 0.201 \
    tightest_slew_ns 0.292 \
    drtIter0Drc 5 \
    core-area_um2 3420 \
    worst-path-max-fanout 4 \
    area_leaders "dfxtp_1 (46%), xor2_1 (7.5%), nor2_1 (5.4%), a21oi_1 (4.3%), or3_2 (4.3%)" \
    drc_errors 0 \
    vias 331 \
    place_area_um2 553 \
    pre_cts_ws_ns 0.0794 \
    critPathCaptureType "output pin" \
    pin_count 12 \
    die_y_um 80 \
    die_area_um2 6400 \
    finalCritPeriodShare_pct 92.3 \
    fp_util_pct 10.2 \
    synth_cell_types 18 \
    cts_hold_buf 0 \
    syn2layout_area_growth_pct 69.2 \
    hold_slack_ns 0.506 \
    ys_ff 8 \
    top_area_cell "dfxtp_1" \
    p_sw_share_pct 21.5 \
    yosys_warnings 1 \
    worst_slack_ns 0.131 \
    globalplace.congestion 0.774 \
    critPathArrivalTime_ns 1.23 \
    layout-drive-gt1-share_pct 24.6 \
    whs_path_depth 2 \
    top_register "data" \
    placed_cells 100 \
    grt_max_degree 9 \
    grt_pass1_vias 356 \
    ir_drop_v 0.000236 \
    total_power_uw 382 \
    drv_cap 0 \
    clockBufferDepth 2 \
    cp_slowest_cell "clkdlybuf4s50_1" \
    combPwrFrac_pct 12.1 \
    wire_per_inst_um 9.13 \
    final_antenna_net_count 0 \
    criticalPathCategory "flop to output pin" \
    switching_power_uw 82.2 \
    ys_area_um2 349 \
    ff2ff_setup_slack_ns 0.37 \
    min_from "data[6]$_SDFFE_PP0P_" \
    skew_ns 0.00412 \
    synthCells 39 \
    p_seq_share_pct 50.8 \
    slew_headroom_pct 80.5 \
    r2r-start "data[0]$_SDFFE_PP0P_" \
    clock_latency_ns 0.25 \
    cpPeakStageDelay_ns 0.47 \
    hold_end "data[6]$_SDFFE_PP0P_" \
    grtUsageTotal_pct 3.18 \
    drtPass1Iterations 2 \
    grt_pass1_wl_um 1590 \
    cts_root_buffer "clkbuf_4" \
    ys_cells 39 \
    worst-path-buf-inv 2 \
    chipWidth_um 80 \
    p_per_area_nw_per_um2 647 \
    finalNonFillerCells 103 \
    r2r_end "data[6]$_SDFFE_PP0P_" \
    seq_area_frac_synth_pct 45.9 \
    hold_path.class "flop to flop" \
    intPower_uw 300 \
    io_buffers 11 \
    path_clk_slew_ns 0.05 \
    num_antenna_cells 0 \
    grt_setup_unrepaired "no" \
    antenna_found_initial 0 \
    largest_register_ffs 8 \
    period_needed_ns 1.57 \
    setup_tns_ns 0 \
    numCtsBuffers 3 \
    tool_warnings 25 \
    routed_wl_um 940 \
]
[worst reg2reg max path, stage by stage (launching register included)]
cell and delay [ns]:
dfxtp_1 0.33, ha_1 0.19, buf_4 0.13, nand3_1 0.08, or3_2 0.41, a21oi_1 0.14
[synthesized netlist by cell type]
library cell  count
dfxtp_1           8
nor2_1            5
a21oi_1           3
nand2_1           3
xor2_1            3
nand3_1           2
nand4_1           2
o21ai_0           2
or3_2             2
buf_1             1
buf_2             1
ha_1              1
mux2i_1           1
nand3_2           1
nor3_1            1
o31ai_1           1
or4_1             1
xnor2_1           1
[timing repair]
item,CTS,global route
setup endpoints to repair,1,0
gates resized,5,0
buffers inserted,0,0
[power by group through the flow]
stage / sequential [mW] / combinational, mW / clock [mW]
4_1_cts: 0.194 / 0.0467 / 0.149
5_1_grt: 0.195 / 0.0504 / 0.163
6_report: 0.194 / 0.0462 / 0.142
[how the worst max path moves through the flow]
stage | startpoint | end | depth (start not counted)
4_1_cts | data[2]$_SDFFE_PP0P_ | val[2] | 2
5_1_grt | data[2]$_SDFFE_PP0P_ | val[2] | 2
6_report | data[2]$_SDFFE_PP0P_ | val[2] | 2
[cells by family after synthesis]
family,after synthesis,synth area share (%)
AND-OR/OR-AND,6,9.32
XOR/XNOR,4,10.0
adder cells (fa/ha/maj),1,3.58
buffers and inverters,2,2.51
flip-flops,8,45.9
multiplexers,1,2.87
AND/OR/NAND/NOR,17,25.8
[per-layer routing]
layer	wire [um]	global-route usage, %
met1	496	4.28
met2	313	3.69
met3	124	2.84
met4	5	0.352
met5	0	0
[cell type report]
| cell class | instances | area (um2) | share of cell area, % |
|---|---|---|---|
| clock buffer | 3 | 22.5 | 3.81 |
| multi-input combinational | 29 | 193 | 32.6 |
| timing repair buffer | 17 | 154 | 26.1 |
| sequential | 8 | 164 | 27.8 |
| tap | 46 | 57.6 | 9.75 |
[cells in the final DEF (no fill, tap or decap)]
cell              n
or3_2             2
mux2i_1           1
nand2_1           3
dlygate4sd2_1     1
dfxtp_4           1
clkdlybuf4s50_1  10
a21oi_1           3
nor3_2            1
o31ai_1           1
buf_4             6
xor2_1            3
nand4_1           2
o21ai_0           2
nor2_1            5
or4_1             1
xnor2_1           1
dfxtp_1           7
clkbuf_4          3
nand3_1           2
ha_1              1
nand3_4           1
Power figures rest on the tool's default switching activity, not on a simulated workload.
